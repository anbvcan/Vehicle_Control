==> flow/design.v <==
module vehicleControl(
  input logic clock,
  input logic _switch,
  input logic [1:0] _turnShift,
  input logic [1:0] _gearShift,
  output logic [1:0] _turnState,
  output logic [1:0] _gearState
);
  localparam _OFF = 0, _ON = 1;
  localparam _NO_ACTION   = 2'b00,
             _DOWN_ACTION = 2'b01,
             _UP_ACTION   = 2'b10;
  localparam _PARKING_SHIFT = 2'b00,
  			     _REVERSE_SHIFT = 2'b01,
             _FORWARD_SHIFT = 2'b11;
  localparam _NO_TURN_STATE    = 2'b00,
  			     _LEFT_TURN_STATE  = 2'b01,
             _RIGHT_TURN_STATE = 2'b11;
  localparam _LOCK_STATE    = 2'b00,
  			     _PARKING_STATE = 2'b01,
  		       _REVERSE_STATE = 2'b10,
  			     _FORWARD_STATE = 2'b11;
  always @(posedge clock)
    begin
      if(!_switch)
        begin
        	_gearState <= _LOCK_STATE;
        end 
      else 
        begin
          case(_gearState)
            _LOCK_STATE:
              begin
                _gearState <= _PARKING_STATE;
              end
            _PARKING_STATE:
              if(_gearShift == _REVERSE_SHIFT) begin
                  _gearState <= _REVERSE_STATE;
              end else if(_gearShift == _FORWARD_SHIFT) begin 
                  _gearState <= _FORWARD_STATE;
              end else begin
                  _gearState <= _PARKING_STATE;
              end
            _REVERSE_STATE:
              if(_gearShift == _PARKING_SHIFT) begin
                  _gearState <= _PARKING_STATE;
              end else if(_gearShift == _FORWARD_SHIFT) begin 
                  _gearState <= _FORWARD_STATE;
              end else begin
                  _gearState <= _REVERSE_STATE;
              end
            _FORWARD_STATE:
              if(_gearShift == _PARKING_SHIFT) begin
                  _gearState <= _PARKING_STATE;
              end else if(_gearShift == _REVERSE_SHIFT) begin 
                  _gearState <= _REVERSE_STATE;
              end else begin
                  _gearState <= _FORWARD_STATE;
              end
            default:
              begin 
                _gearState <= _PARKING_STATE;
              end
          endcase
        end
    end
  always @(posedge clock)
    begin
      if(!_switch) begin
        _turnState <= _NO_TURN_STATE;
      end else begin
        case(_turnState) 
          _NO_TURN_STATE:
            if(_turnShift == _DOWN_ACTION) begin
              _turnState <= _RIGHT_TURN_STATE;
            end else if(_turnShift == _UP_ACTION) begin
              _turnState <= _RIGHT_TURN_STATE;
            end else begin
              _turnState <= _NO_TURN_STATE;
            end
          _LEFT_TURN_STATE:
            if(_turnShift == _DOWN_ACTION) begin
              _turnState <= _LEFT_TURN_STATE;
            end else if(_turnShift == _UP_ACTION) begin
              _turnState <= _NO_ACTION;
            end else begin
              _turnState <= _LEFT_TURN_STATE;
            end
          _RIGHT_TURN_STATE:
            if(_turnShift == _DOWN_ACTION) begin
              _turnState <= _NO_ACTION;
            end else if(_turnShift == _UP_ACTION) begin
              _turnState <= _RIGHT_TURN_STATE;
            end else begin
              _turnState <= _RIGHT_TURN_STATE;
            end
          default:
            begin
            	_turnState <= _NO_TURN_STATE;
            end
        endcase
      end
    end
endmodule
==> flow/run.sh <==
#!/bin/bash
# OpenROAD 26Q1-2900-gdf79404cd8, Yosys 0.63+post, stock flow scripts
make -C /OpenROAD-flow-scripts/flow DESIGN_CONFIG=/design/flow/config.mk WORK_HOME=/design/flow/orfs finish
==> flow/config.mk <==
export PLATFORM = sky130hd
export DESIGN_NAME = vehicleControl
export DESIGN_NICKNAME = vehicleControl
export VERILOG_FILES = /design/flow/design.v
export SDC_FILE = /design/flow/constraint.sdc
export NUM_CORES = 4
export LEC_CHECK = 1
export CORE_AREA = 10 10 70 70
export DIE_AREA = 0 0 80 80
==> flow/constraint.sdc <==
current_design vehicleControl

set clk_period 1.5
set clk_io_pct 0.2

create_clock -name clk0 -period $clk_period [get_ports {clock}]

set non_clock_inputs [all_inputs -no_clocks]
set_input_delay [expr $clk_period * $clk_io_pct] -clock clk0 $non_clock_inputs
set_output_delay [expr $clk_period * $clk_io_pct] -clock clk0 [all_outputs]
==> flow_summary.rst <==
Metrics
=======

.. list-table::
   :header-rows: 1

   * - Metric
     - Value
   * - Synthesis-to-layout area growth
     - 70.5%
   * - Via density
     - 2.63
   * - Pin slew with the least headroom to its limit
     - between 150 and 200 ps
   * - Crit-path slowest cell
     - clkdlybuf4s50_1
   * - Final period utilization
     - 0.950
   * - CP delay by family, top
     - buffers and inverters
   * - Pre-Repair DR Iteration Count
     - 1
   * - Max capacitance violation total
     - 0
   * - Pwr Total
     - 338 uW
   * - Headroom to the max-slew limit
     - 0.883
   * - Static leakage
     - 0.186 nW
   * - Data arrival at the endpoint of the critical path
     - approximately 1100 ps
   * - Number of levels in the clock H-tree
     - 1
   * - Number of pins with negative max-slew slack in the final report
     - 0
   * - Critical path, cell by cell
     - clkdlybuf4s50_1
   * - Number of buffers created by CTS
     - 3
   * - Vias after detailed routing
     - between 200 and 250
   * - Final-report setup violation count
     - 0
   * - Pin count of the biggest net entering global routing
     - 6
   * - Total power density per cell area
     - between 700 and 800 nW/um^2
   * - Sum of overflow across all layers after global routing
     - 0
   * - Initial antenna violation count
     - 0
   * - Clock transition time at the flip-flop clock pins of the worst setup and hold paths
     - around 30 ps
   * - FF+latch count, synth
     - 4
   * - Max Clock Skew
     - 0.0398 ps
   * - Setup WS post-layout
     - 74.5 ps
   * - Setup repair after global routing missed its margin
     - false
   * - Number of instances on the worst hold path
     - 2
   * - Hold/Removal Path Class
     - reg2reg
   * - Placement Cell Area
     - slightly above 400 um^2
   * - Standard cell core area
     - between 3000 and 4000 um^2
   * - Synthesis warning total
     - 1
   * - Overall fraction of global-route tracks in use
     - 0.0192
   * - Post-route setup TNS
     - 0 ps
   * - OpenROAD warnings
     - 29
   * - Library cell used as clock root buffer
     - clkbuf_4
   * - Synthesized area per cell
     - 9.25 um^2
   * - Placer's final routability congestion estimate
     - about 0.76
   * - Number of remaining DRC errors
     - 0
   * - Number of hold violations in the final report
     - 0
   * - Startpoint class of the critical path
     - flop
   * - Count of inserted antenna diode cells
     - 0
   * - Count of input and output buffers
     - 9
   * - Initial DRC count
     - 0
   * - Outcome
     - complete, no violations
   * - Fmax
     - about 0.70 GHz
   * - Number of distinct library cells after synthesis
     - 13
   * - Chip area
     - between 6000 and 7000 um^2
   * - Number of primary I/O pins
     - 10
   * - Initial core utilization
     - 0.0758
   * - Area of the mapped netlist
     - 259 um^2
   * - Detail Placement HPWL
     - 532 um
   * - Time the final worst path needs with I/O delays and setup
     - between 1000 and 1500 ps
   * - Clk latency late pin
     - 230 ps
   * - Critical Setup Path Class
     - reg2out
   * - Sequential element share of the synthesized area
     - 0.309
   * - Pre-CTS worst setup slack
     - -188 ps
   * - Number of cells traversed by the worst register-to-register path
     - 3
   * - Final standard cell count with taps included and fillers excluded
     - 87
   * - Required time at the endpoint of the critical path
     - approximately 1200 ps
   * - Kind of capture point of the worst setup path
     - output port
   * - Worst vdd ir
     - about 0.00013 V
   * - Horizontal extent of the die
     - 80 um
   * - Number of buffers on the longest clock path
     - 2
   * - Die height
     - ~80 um
   * - Standard-cell row count
     - 21
   * - Buffer and inverter count on the worst path
     - 1
   * - Number of instances in the placed design
     - approximately 84
   * - Antenna Violating Nets Remaining
     - 0
   * - Average detailed-routed wire length per instance
     - 6.64 um
   * - Number of cells on the critical path
     - 1
   * - Total Routed Length
     - roughly 580 um
   * - Chip area from the yosys synthesis statistics
     - 259 um^2
   * - Clock sink count
     - 4
   * - Fraction of final layout cells sized beyond drive strength 1
     - 0.122
   * - Largest stage delay, worst path
     - 500 ps
   * - Final-layout fill cell count
     - 393
   * - Wire length of the first global-routing pass
     - about 1000 um
   * - Final instance area
     - roughly 440 um^2
   * - Cells after synthesis
     - 28
   * - CTS tree
     - done
   * - Post-cts hold buffer count
     - 0
   * - Maximum fanout encountered on the critical timing path
     - 4
   * - Number of cells in the yosys synthesis report
     - 28
   * - Vias in the first global route
     - between 200 and 250
## cell usage in the layout, fill, tap and decap left out
cell / n
inv_1: 4
mux2i_1: 2
nor2b_1: 2
o21a_1: 2
a211oi_2: 1
and2_1: 1
dfxtp_1: 4
buf_4: 1
clkdlybuf4s50_1: 9
nor2_1: 1
ha_1: 6
nand2_1: 1
clkbuf_4: 3
o21ai_0: 1
a21oi_1: 2
nor3_1: 1
## kinds of logic (layout without fill, tap and decap cells)
| family | Yosys count | count (layout) | synth area share |
|---|---|---|---|
| and+or+nand+nor | 6 | 6 | 0.121 |
| DFF | 4 | 4 | 0.309 |
| AOI/OAI and AO/OA | 6 | 6 | 0.145 |
| buffers and inverters | 4 | 17 | 0.0580 |
| muxes | 2 | 2 | 0.0773 |
| adders and majority gates | 6 | 6 | 0.290 |
## cells in the mapped netlist
library cell  number  area [um^2]
nor3_1             1         5.00
and2_1             1         6.26
a211oi_1           1         7.51
dfxtp_1            4         80.1
inv_1              4         15.0
mux2i_1            2         20.0
nand2_1            1         3.75
a21oi_1            2         10.0
nor2b_1            2         12.5
nor2_1             1         3.75
o21ai_0            1         5.00
ha_1               6         75.1
o21a_1             2         15.0
## stage by stage
| step | util | hold WS [ps] |
|---|---|---|
| after floorplan | - | 418 |
| after global placement | 0.121 | 566 |
| after detailed placement | 0.121 | 564 |
| after CTS | 0.128 | 580 |
| after global routing | 0.129 | 627 |
| final | 0.129 | 584 |
## sequential cells by signal (all words and copies together), names as in the netlist
register    flops
_gearState      2
_turnState      2
## worst paths after layout
| check | from | end | slack, ps |
|---|---|---|---|
| min | _gearState[1] | _gearState[0] | 580 |
| min reg2reg | _gearState[1] | _gearState[0] | 580 |
| max reg2reg | _turnState[0] | _turnState[0] | 670 |
| max | _gearState[1] | _gearState[1] | 70 |
## power by group
| group | switching [mW] | internal (mW) | leakage, nW |
|---|---|---|---|
| sequential | 0.0134 | 0.119 | 0.0332 |
| clock | 0.0393 | 0.0891 | 0.0138 |
| combinational | 0.0245 | 0.0533 | 0.139 |
## metal layers
layer	vias to the layer above	GRT usage	part of all wire
met2	3	0.0353	0.59
met5	-	0	0
met1	104	0.0166	0.32
met3	2	0.0114	0.059
met4	0	0.00704	0.024
li1	120	-	-
## cell type report
cell class / count / area, um^2 / share of cell area
clock buffer: 3 / 22.5 / 0.0510
multi-input combinational: 20 / 169 / 0.382
timing repair buffer: 10 / 97.6 / 0.221
inverter: 4 / 15.0 / 0.0340
sequential: 4 / 80.1 / 0.181
tap: 46 / 57.6 / 0.130
## repair_timing
item | CTS | global route
resized | 0 | 1
endpoints found under the setup margin | 0 | 1
setup buffers | 0 | 0
Power and IR drop assume default switching activity.
